**/design/flow/run.sh**
```bash
#!/bin/bash
# OpenROAD 26Q1-2900-gdf79404cd8, Yosys 0.63+post, stock flow scripts
make -C /OpenROAD-flow-scripts/flow DESIGN_CONFIG=/design/flow/config.mk WORK_HOME=/design/flow/orfs finish
```
**/design/flow/design.v**
```verilog
module Renable (
	input [2:0] rin,
	input [1:0] tstate,
	input [1:0] icode,
	output reg [7:0] Rens
	);
	always@(*)
	if( (tstate == 2'd1 && icode[1]!=1'b1) || (tstate == 2'b11))
		case(rin)
			3'b000: Rens = 8'b00000001;
			3'b001: Rens = 8'b00000010;
			3'b010: Rens = 8'b00000100;
			3'b011: Rens = 8'b00001000;
			3'b100: Rens = 8'b00010000;
			3'b101: Rens = 8'b00100000;
			3'b110: Rens = 8'b01000000;
			3'b111: Rens = 8'b10000000;
			default: Rens = 8'd0;
		endcase
    else
        Rens = 8'd0;
endmodule
module control_fsm( input clk, rst, run, input [15:0] IR, 
                    output reg [3:0] select, output [7:0] Rin, output Irin, Ain, Gin, addsub,
                    output reg Done);
parameter [1:0] T0=2'd0, T1=2'd1, T2=2'd2, T3=2'd3;
parameter [1:0] mv=2'd0, mvt=2'd1,add=2'd2, sub=2'd3;
parameter [3:0] sel_r0=4'd0, sel_r1=4'd1, sel_r2=4'd2, sel_r3=4'd3, sel_r4=4'd4, sel_r5=4'd5, sel_r6=4'd6, sel_r7=4'd7, sel_g=4'd8, sel_d=4'd9, sel_dt=4'd10;
wire [1:0] icode;
wire ireg;
wire [2:0] rX, rY;
reg [1:0] tstate, next_state;
assign icode=IR[14:13];
assign ireg=IR[12];
assign rX=IR[11:9];
assign rY=IR[2:0];
always@(posedge clk) begin 
  if(rst) tstate<=0;
  else tstate<=next_state;
end
always@(tstate, run, Ain, Gin, Done) begin
   case(tstate)
     T0: next_state=(run)?T1:T0;
     T1: next_state=(icode[1])?((Ain)?T2:T1):T0;
     T2: next_state=(Gin)?T3:T2;
     T3: next_state=(Done)?T0:T3;
   endcase 
end
always@(tstate, icode)
   case(tstate)
     T0: select=4'bx;
     T1: case(icode)
             mv: select=(ireg)?sel_d:rY;
             mvt:select=sel_dt;
             add:select=rX;
             sub:select=rY;
             default: select=4'bx;
         endcase 
     T2: select=(ireg)?sel_d:rY;
     T3: select=sel_g;
   endcase 
always@(tstate, run, icode) begin 
   case(tstate)
     T0: if(~run) Done=1'b1;
         else Done=1'b0;
     T1: if(icode[1]==1) Done=1'b0;
         else Done=1'b1;
     T2: Done=1'b0;
     T3: Done=1'b1;
   endcase 
end
assign Irin=(tstate == T0)?1'b1:1'b0;
assign Ain=((icode==add || icode==sub) && tstate==T1)? 1'b1:1'b0;
assign Gin=(tstate==T2)? 1'b1:1'b0;
assign addsub=(tstate==T2)?((icode==add)?1'b0:1'b1):1'bx;
Renable R(rX, tstate, icode, Rin);
endmodule 
```
**/design/flow/config.mk**
```make
export PLATFORM = sky130hd
export DESIGN_NAME = control_fsm
export DESIGN_NICKNAME = control_fsm
export VERILOG_FILES = /design/flow/design.v
export SDC_FILE = /design/flow/constraint.sdc
export NUM_CORES = 4
export LEC_CHECK = 1
export CORE_AREA = 10 10 70 70
export DIE_AREA = 0 0 80 80
```
**/design/flow/constraint.sdc**
```tcl
current_design control_fsm

set clk_period 1.5
set clk_io_pct 0.2

create_clock -name clk0 -period $clk_period [get_ports {clk}]

set non_clock_inputs [all_inputs -no_clocks]
set_input_delay [expr $clk_period * $clk_io_pct] -clock clk0 $non_clock_inputs
set_output_delay [expr $clk_period * $clk_io_pct] -clock clk0 [all_outputs]
```
==> notes.md <==
Implementation results. The run finished, with violations left. In the hold timing report, the worst path depth is 1. Per the Yosys statistics, synthesis produced 47 cells.

Number of buffers created by CTS landed at 3. Horizontal extent of the die landed at approximately 80 um. The analysis attributes to cell leakage a power of slightly above 0.4 nW. The final timing report lists a max-slew violation count of 0.

Looking at hold timing, the worst path starts from tstate[0]$_DFF_P_. Placer congestion estimate landed at roughly 0.73. The pre-antenna-repair detailed-routing pass consisted of 4 iterations. Worst setup timing slack at the placement stage landed at -0.7907 ns. Detailed router's first-iteration violation count landed at 39. In this run the maximum-capacitance check reported violations numbering 0. The largest register by flop count is tstate. Grouping non-sequential cells by family puts the most area in simple AND/OR/NAND/NOR gates.

Global-route wire length before repair landed at ~2500 um. The pin closest to its max-slew limit shows a slew of 0.2358 ns. Global route total overflow landed at 0. Counting tap cells, the placed design contains a total of 133 instances. Xor/xnor share of the synthesized area landed at 0%.

Wires add up to 1696 um. Across all register-to-register paths, the minimum setup slack is 0.47 ns. For this block, the via count after detailed routing is 516.

Arrival time of the worst setup path landed at ~1.4 ns. Maximum buffer depth of the clock tree landed at 2. Number of buffers and inverters on the critical path landed at 2. Synthesis inferred 4 register bits. Switching share of power landed at 27.31%. In the routed netlist, the antenna diode instances number 0.

The endpoint identified for the worst register-to-register timing path is tstate[0]$_DFF_P_. On the worst path, the slowest cell contributes a delay of 0.35 ns. STA classifies the critical path endpoint as a primary output.

The worst setup path is launched from a flip-flop. In the synthesized netlist the dominant register cell turns out to be dfxtp_1. In this run the number of H-tree levels came out at 1. On the critical path the largest part of the delay comes from simple AND/OR/NAND/NOR gates. TritonCTS reports the number of clock sinks as 4.

Looking at the worst setup and hold paths, the clock pins of their registers show a slew of 0.04 ns. Of the total power, the clock network draws 33.3%. Internal power of the cells landed at around 0.00029 W. Yosys warning count landed at 2.

Maximum frequency from static timing analysis landed at approximately 0.6 GHz. Initial antenna violation count landed at 0. TritonCTS built the clock tree. At the floorplan stage, the core utilization is reported as 9.414%.

Later-pin clock latency in the skew report landed at 0.24 ns. Number of enable flip-flop cells landed at 0. The root buffer cell chosen for the clock tree is clkbuf_4.

Pin placement for this block handled 36 I/O pins. Area fraction in mux cells landed at roughly 3.5%. Area of the mapped netlist landed at 321.6 um2. Required time of the critical path landed at between 1 and 1.5 ns. Worst supply voltage drop on vdd landed at about 0.18 mV.

The largest individual stage delay along the critical path comes from the cell or3_4. For this run, the detailed router reports a per-instance via density of 3.608. Post-detailed-route count of antenna-violating nets landed at 0.

Relative contribution of sequential cells to total power landed at between 20 and 30%. From synthesis to final layout, the design area changed by 170.0%. Placement row count landed at 21. After layout, the worst setup slack is -0.1723 ns. Sequential fraction of the synthesis area landed at 24.90%. Summing the areas of all fa, ha and maj instances in the mapped netlist gives 0% of the synthesized area.

Post-layout period usage of the worst path landed at 111.5%. HPWL after detailed placement landed at 1328 um. The gate-level netlist out of Yosys references 22 unique cell types. Setup violation total in the final timing report landed at 7.

The floorplan step set the die height to ~80 um. Total of buffers placed on input and output ports landed at 28. Subtracting the final worst setup slack from the clock period gives 1.672 ns.

In the final layout, the registers with the most flip-flops are tstate (4). Number of failing hold endpoints at the final stage landed at 0. Part of the power in combinational logic landed at 38.5%.

Average footprint of a synthesized cell landed at 6.842 um2. The register with the most flip-flops in the layout has 4 of them. Per the summary, power density relative to cell area is roughly 470 mW/mm2.

Number of cells produced by synthesis landed at 47. Post-synthesis share of cell area spent on and-or and or-and gates landed at roughly 28%. Along the worst path, the maximum fanout reaches 2.

The worst hold path belongs to the class flip-flop to flip-flop. The critical path is of the flip-flop to primary output type. The synthesized netlist devotes 39.30% of its cell area to simple gates. Overall global routing resource usage landed at 5.000%. The final reports fail on setup timing. Across all stage logs, warnings added up to 34.

Core box area landed at 0.003416 mm2. The routed layout reports a DRC error count of 0. Proportion of register bits with asynchronous set or reset after synthesis landed at 0%. The finished layout holds 143 standard cells, fillers aside.

Total die area landed at 0.006400 mm2. Across the routed clock network, the largest skew measured is about 0.0028 ns. The slew check shows that the tightest pin keeps a relative margin of between 80% and 90%.

The tightest hold path in the finished design has a slack of 0.4959 ns. The path with the worst hold slack has its endpoint at tstate[2]$_DFF_P_. Largest net degree at the start of global routing landed at 8.

Net switching power landed at 0.0001107 W. The launch point of the worst register-to-register path is recorded as tstate[2]$_DFF_P_. Number of global-route vias before repair landed at 529.

The cell sequence reported for the critical path is or3_4 > a21oi_2 > buf_4 > a22o_1 > buf_2. Setup repair after global routing could not meet its margin everywhere. After detailed routing, the average wire length per cell comes to between 10 and 15 um. Synthesis area per yosys landed at around 320 um2. The worst register-to-register path depth is 5. The post-route netlist has 58.76% of its cells at a drive strength greater than 1.
-- power groups by stage --
stage,registers (W),logic [W],clock network [W]
after CTS,0.000116,0.000150,0.000142
final,0.000114,0.000156,0.000135
after global routing,0.000115,0.000171,0.000153
-- cells by family after synthesis --
group                  count (synthesis)
buffers and inverters                  4
and+or+nand+nor                       24
AOI/OAI and AO/OA                     14
muxes                                  1
DFF                                    4
-- placed cells by master, fill, tap and decap left out, types with 2 or more instances in the layout --
master / n
buf_4: 13
buf_2: 9
dlygate4sd2_1: 8
buf_6: 6
nor2_1: 5
clkdlybuf4s50_1: 5
nor3_2: 4
clkbuf_2: 4
a21oi_2: 3
nor2b_1: 3
inv_1: 3
clkbuf_4: 3
nand2b_1: 2
nand2_1: 2
a21oi_1: 2
dfxtp_2: 2
-- timing repair --
item                       in CTS  in global routing
pin swaps                      12                  8
hold buffers                    0                  0
setup endpoints to repair      16                 14
gates resized                  67                 18
buffers inserted                6                  2
-- how the worst max path moves through the flow --
stage	depth (start not counted)	start	slack, ns	endpoint
final	5	tstate[3]$_DFF_P_	-0.17	select[1]
after global routing	5	tstate[3]$_DFF_P_	-0.24	select[1]
after CTS	5	tstate[3]$_DFF_P_	-0.18	select[1]
-- synth_stat cells, drive strengths merged, types with 2 or more instances --
cell type / n / area (um2)
nand2: 2 / 7.510
nor3: 4 / 20.02
nand2b: 3 / 18.77
o31ai: 2 / 15.01
o21ai: 2 / 10.00
nor2b: 4 / 25.02
inv: 4 / 15.01
dfxtp: 4 / 80.08
nor2: 6 / 22.52
a21oi: 5 / 25.02
-- metal layers --
metal / up-vias / part of all wire [%] / routed length (um) / track usage (%)
li1: 270 / - / - / -
met1: 224 / 44 / 741 / 5.843
met2: 20 / 46 / 783 / 8.026
met3: 2 / 9.2 / 156 / 2.841
met4: 0 / 0.83 / 14 / 0.5282
met5: - / 0 / 0 / 0
-- worst register-to-register path, stage by stage (launching register included) --
cell	delay, ns
dfxtp_2	0.31
nor2b_4	0.13
buf_6	0.12
nor2_4	0.18
buf_4	0.15
nand2_1	0.04
-- per-stage QoR --
step | setup TNS [ns] | instance area (um2) | total power (W) | utilization, %
6_report | -0.3911 | 868.3 | 0.0004052 | 25.42
5_1_grt | -0.8256 | 868.3 | 0.0004392 | 25.42
4_1_cts | -0.9962 | 843.3 | 0.0004072 | 24.69
3_5_place_dp | -9.290 | 749.5 | 0.0002599 | 21.94
3_3_place_gp | -9.035 | 749.5 | 0.0002597 | 21.94
2_1_floorplan | 0 | 321.6 | 0.0001511 | -
-- area by class of cell --
cell class              instances  area (um2)
well taps                      46       57.56
inverters                       4       15.01
clock buffers                   3       22.52
repair buffers                 47       374.1
multi-input cells              39       312.8
fillers                       377        2547
flip-flops and latches          4       86.33
Power and IR drop assume default switching activity.
