==> flow/run.sh <==
#!/bin/bash
# OpenROAD 26Q1-2900-gdf79404cd8, Yosys 0.63+post, stock flow scripts
make -C /OpenROAD-flow-scripts/flow DESIGN_CONFIG=/design/flow/config.mk WORK_HOME=/design/flow/orfs finish
==> flow/config.mk <==
export PLATFORM = sky130hd
export DESIGN_NAME = mux_logic
export DESIGN_NICKNAME = mux_logic
export VERILOG_FILES = /design/flow/design.v
export SDC_FILE = /design/flow/constraint.sdc
export NUM_CORES = 4
export LEC_CHECK = 1
export CORE_AREA = 10 10 90 90
export DIE_AREA = 0 0 100 100
==> flow/constraint.sdc <==
current_design mux_logic

set clk_period 4.8
set clk_io_pct 0.2

create_clock -name clk0 -period $clk_period

set non_clock_inputs [all_inputs -no_clocks]
set_input_delay [expr $clk_period * $clk_io_pct] -clock clk0 $non_clock_inputs
set_output_delay [expr $clk_period * $clk_io_pct] -clock clk0 [all_outputs]
==> flow/design.v <==
module mux_logic( input [3:0] s1, input [15:0] rr0,rr1,rr2,rr3,rr4,rr5,rr6,rr7,IR,Greg,
                  output reg [15:0] out);
parameter [3:0] sel_r0=4'd0, sel_r1=4'd1, sel_r2=4'd2, sel_r3=4'd3, sel_r4=4'd4, sel_r5=4'd5, sel_r6=4'd6, sel_r7=4'd7, sel_g=4'd8, sel_d=4'd9, sel_dt=4'd10;
always@(s1) 
      case(s1)
         sel_r0: out=rr0;
         sel_r1: out=rr1;
         sel_r2: out=rr2;
         sel_r3: out=rr3;
         sel_r4: out=rr4;
         sel_r5: out=rr5;
         sel_r6: out=rr6;
         sel_r7: out=rr7;
         sel_d : out={{7{1'b0}},IR[8:0]};
         sel_dt: out={IR[7:0],{8{1'b0}}};
         sel_g: out=Greg; 
         default: out=16'bxxxxxxxxxxxxxxxx;
       endcase
endmodule 
==> flow_summary.toml <==
# implementation run metrics
[worst_setup_path]
critPathBufInv = 2
crit_family = "simple AND/OR/NAND/NOR gates"
path_depth = 7
worstPathRequired_ns = 3.84
crit_arrival_ns = 2.98
cp-start-kind = "primary input"
cpMaxStageDelayCell = "nor2_2"
crit_chain = "buf_2, nor2_2, nand2_1, o22ai_1, a21oi_1, a31oi_1, clkdlybuf4s50_1"
endpoint_kind = "primary output"
max_stage_delay_ns = 0.56
critPathMaxFanout = 24
worstSetupPathType = "in2out"

[power]
power_mw = 0.308
ir_worst_vdd_mv = 0.0501
p_leak_nw = 1.29
pwr_density_cell_nw_per_um2 = 91.8

[synth]
yosys_area_sq_um = 1610
syn_area_sq_um = 1610
yosys.area.top_type = "mux2i_1"
synth.most_common_cell = "a21oi_1"
logic_family = "AND-OR/OR-AND gates"
area_leaders = "mux2i_1, a21oi_1, o21ai_0"
top_area_share_pct = 9.92
yosysUniqueCellTypes = 38
ys_cells = 247
adder_share_pct = 0
yosysWarnings = 1
simple_gate_area_share_pct = 20.8
synth-xor-area-share_pct = 0
synth_area_per_cell_sq_um = 6.53
yosys.area_share.aoi_pct = 52.4
synth.top_cells.by_count = "a21oi_1, o21ai_0, nor2_1"
seq_area_frac_synth_pct = 0
ys_sh_mux_pct = 16.9
postSynthCellCount = 247

[detailed_routing]
num_vias = 2504
first_pass_iters = 4
avgViaCountPerCell = 5.22
avgRoutedWirePerCell_microns = 20.2
antennaDiodeCount = 0
drt-total-wl_mm = 9.67
drc = 0
ant_nets = 0
first_iter_violations = 157

[die]
die_area_sq_um = 10000
initial_core_util_pct = 25.7
die_h_microns = 100
rows = 29
io-pin-count = 180
die_x_microns = 100
core_area_sq_um = 6280

[job]
tool_warnings = 39
drv_cap = 0

[timing]
post-route-period-util_pct = 82.2
drv_slew = 0
rsz0062_at_grt = "no"
tightest_slew_ns = 0.724
slew_headroom_pct = 51.6
hold_violations = 0
setup_viol = 0
final.min_clock_period_ns = 3.94
hold_slack_ns = 2.84
tns_ns = 0
clock.fmax_mhz = 254

[final_layout]
finalNonFillerCells = 480
flop-count = 0
num-fill-cells = 611
regArea_sq_um = 0
final_cell_area_sq_um = 3350
syn2layout_area_growth_pct = 108
drive_above_1_share_pct = 5.96
nClkBuffers = 0

[clock_tree]
cts_hold_buf = 0
cts_setup_buffers = 0
cts_resized = 0

[outcome]
status = "completed"

[placed_design]
dp_hpwl_mm = 7.97
dpl_cell_area_sq_um = 3350
port_buffers = 173
place_inst = 480
gp_congestion = 0.867

[grt]
grt_pass1_wl_mm = 14.4
grtUsageTotal_pct = 17.8
grt_pass1_vias = 2580
grt_antenna_before_repair = 0
grt_max_degree = 28
grt.overflow.total = 0

[hold_path]
min_path_cells = 4
hold_path_class = "in2out"
## logic make-up (layout without fill, tap and decap cells)
logic type / after synthesis / in the layout
compound gates: 125 / 125
buf+inv: 32 / 188
mux: 23 / 23
simple gates: 67 / 67
## final timing paths
path  start     end  slack [ns]
min   s1[2]  out[0]        2.84
max   s1[3]  out[0]        0.86
## placed cells by master (no fill, tap or decap), types with 4 or more instances in the layout
master	instances
o22a_1	10
a22o_1	13
buf_4	9
buf_2	4
o21ai_1	4
a21oi_1	29
o21bai_1	4
clkdlybuf4s50_1	169
nand2b_1	4
a221oi_1	5
inv_1	6
nand3_1	8
a22oi_1	7
o21ai_0	23
nor2_1	18
mux2_2	4
mux2i_1	16
nand3b_1	4
a21o_1	7
nand2_1	15
nor2b_1	12
o21a_1	5
a31oi_1	4
## metal layers
| metal | global-route usage, % | share of wire, % |
|---|---|---|
| met5 | 0 | 0 |
| met2 | 30.7 | 49 |
| met4 | 0.543 | 0.41 |
| met1 | 23.3 | 43 |
| met3 | 4.09 | 7.9 |
## stage by stage
step	worst slack [ns]	utilization [%]
after global routing	0.645	53.4
after global placement	0.862	53.4
after floorplan	1.83	-
final	0.856	53.4
after CTS	0.831	53.4
after detailed placement	0.837	53.4
## report_power, final
group | switching, mW | total (mW) | internal (mW)
sequential | 0 | 0 | 0
combinational | 0.105 | 0.308 | 0.203
clock | 0 | 0 | 0
## layout make-up
cell class	count	area [sq um]	share of cell area (%)
timing repair buffer	182	1780	53.1
multi-input combinational	215	1450	43.4
tap	77	96.3	2.87
inverter	6	22.5	0.672
