===== flow/config.mk =====
export PLATFORM = sky130hd
export DESIGN_NAME = adder
export DESIGN_NICKNAME = adder
export VERILOG_FILES = /design/flow/design.v
export SDC_FILE = /design/flow/constraint.sdc
export NUM_CORES = 4
export LEC_CHECK = 1
export CORE_AREA = 10 10 93 93
export DIE_AREA = 0 0 103 103

===== flow/run.sh =====
#!/bin/bash
# OpenROAD 26Q1-2900-gdf79404cd8, Yosys 0.63+post, stock flow scripts
make -C /OpenROAD-flow-scripts/flow DESIGN_CONFIG=/design/flow/config.mk WORK_HOME=/design/flow/orfs finish

===== flow/constraint.sdc =====
current_design adder

set clk_period 11.8
set clk_io_pct 0.2

create_clock -name clk0 -period $clk_period

set non_clock_inputs [all_inputs -no_clocks]
set_input_delay [expr $clk_period * $clk_io_pct] -clock clk0 $non_clock_inputs
set_output_delay [expr $clk_period * $clk_io_pct] -clock clk0 [all_outputs]

===== flow/design.v =====
module adder(
    input add_sub,
    input [15:0] A,B,
    output [15:0] out
    );
    assign out = (add_sub)?A-B:(~add_sub)?A+B:16'bx;
endmodule

==> flow_metrics.tcl <==
# collected from the flow reports
set metrics [dict create \
    status "finished clean" \
    post_drt_wl_per_cell_microns 12.0 \
    crit_chain "clkdlybuf4s50_1 > inv_1 > ha_1 > nand2b_1 > or4_1 > nor3_1 > nor2_1 > xnor2_1 > ha_1 > nand4_1 > o22a_2 > or3_1 > a31oi_1 > xnor2_1 > clkdlybuf4s50_1" \
    via_per_inst 4.09 \
    grt_use_total 0.0597 \
    pre_cts_ws_ps 3570 \
    cp.arrival_ps 5860 \
    final_cell_area_sq_um 1580 \
    ant_nets 0 \
    initCoreUtil 0.146 \
    max_slew_margin 0.648 \
    start_kind "input pin" \
    synth-area-yosys_sq_um 990 \
    rows 30 \
    totalWireLength_microns 3160 \
    core_sq_um 6760 \
    worstHoldPathType "input pin to primary output" \
    final_common_cell "clkdlybuf4s50_1" \
    ys_warn_count 0 \
    leakage_nw 0.619 \
    fin_util 0.233 \
    io_pins 49 \
    worstHoldStart "A[0]" \
    dpl.hpwl_microns 2910 \
    antenna_found_initial 0 \
    ff_count 0 \
    tool_warnings 32 \
    fmaxAchievable_ghz 0.122 \
    die_x_microns 103 \
    layout-drive-gt1-share 0.0380 \
    endpoint_kind "primary output" \
    hold_end "out[0]" \
    fillers 746 \
    overflow 0 \
    flop_area_sq_um 0 \
    drt_first_pass_iters 3 \
    dpl_cell_area_sq_um 1580 \
    grt_pass1_vias 1158 \
    finalHoldViolCount 0 \
    lay_top_cells "clkdlybuf4s50_1 (49), xnor2_1 (23), a21oi_1 (17)" \
    area_growth_syn_to_layout_pct 59.3 \
    post_synth_inst_count 136 \
    synth_area_sq_um 990 \
    grt_start_max_net_pins 16 \
    drcViolationCount 0 \
    chip_area_sq_um 10600 \
    worstHoldPathCells 5 \
    synth.avg_cell_area_sq_um 7.28 \
    crit_type "input pin to primary output" \
    cp_max_fo 5 \
    drt_iter0_drc 57 \
    layout_worst_path_cycle_share 0.697 \
    post_cts_buffers 0 \
    maxCapViolCount 0 \
    setup_viol 0 \
    die_h_microns 103 \
    vias 1081 \
    critPathRequiredTime_ps 9440 \
    critPathMaxStageDelay_ps 500 \
    gp_congestion 0.813 \
    cts.repair.resized 0 \
    setup_slack_ps 3580 \
    tns_ps 0 \
    slew_violations 0 \
    ys_cells 136 \
    synth_cell_types 35 \
    peakVddDrop_mv 0.0281 \
    tightestPinTransition_ps 526 \
    diodes 0 \
    io_buffer_count 49 \
    grt_pass1_wl_microns 5150 \
    rsz0062_at_grt "no" \
    yosys.stat.seqShare 0 \
    finalCriticalPeriod_ps 8220 \
    crit_slowest_cell "clkdlybuf4s50_1" \
    power.density_nw_per_um2 71.4 \
    clock_buffers 0 \
    comb_area_sq_um 952 \
    hold_buffers 0 \
]
==> critical path: cells and delay by family <==
kind	cells	cell delay [ps]
buffers and inverters	3	1010
adder cells (fa/ha/maj)	2	520
AND/OR/NAND/NOR	6	1260
AND-OR/OR-AND	2	440
XOR/XNOR	2	290
==> cells by family after synthesis <==
| logic type | after synthesis | synth area share |
|---|---|---|
| AOI/OAI and AO/OA | 40 | 0.272 |
| and+or+nand+nor | 39 | 0.201 |
| xor gates and xnor gates | 29 | 0.257 |
| adders and majority gates | 17 | 0.223 |
| buffers and inverters | 10 | 0.0379 |
| muxes | 1 | 0.0101 |
==> cell type report <==
| cell class | count | area share |
|---|---|---|
| Multi-Input combinational cell | 126 | 0.604 |
| Tap cell | 80 | 0.0635 |
| Inverter | 9 | 0.0214 |
| Timing Repair Buffer | 49 | 0.311 |
==> routing by layer <==
| metal | share of wire | vias to the layer above | track usage |
|---|---|---|---|
| li1 | - | 589 | - |
| met1 | 0.43 | 459 | 0.0709 |
| met3 | 0.11 | 2 | 0.0264 |
| met5 | 0 | - | 0 |
| met4 | 0.0092 | 0 | 0.00535 |
| met2 | 0.45 | 31 | 0.100 |
==> report_power, final <==
part	leakage (nW)	switching, W	internal (W)
Sequential	0	0	0
Clock	0	0	0
Combinational	0.619	0.0000431	0.0000694
Total	0.619	0.0000431	0.0000694
==> through the flow <==
step | power (W) | instances | hold WS [ps]
2_1_floorplan | 0.0000548 | 136 | 4830
3_3_place_gp | 0.000115 | 264 | 5740
3_5_place_dp | 0.000115 | 264 | 5730
4_1_cts | 0.000116 | 264 | 5730
5_1_grt | 0.000126 | 264 | 5790
6_report | 0.000113 | 264 | 5720
==> how the worst max path moves through the flow <==
stage     startpoint      end
6_report        B[0]  out[12]
5_1_grt         B[0]  out[12]
4_1_cts         B[0]  out[12]
==> synthesized netlist by cell type (all sizes together) (2+ instances only) <==
library cell	n	share of area
xnor2	23	0.20
a21oi	17	0.086
ha	16	0.20
nor2	14	0.053
inv	9	0.034
nand2	6	0.023
o21ai	6	0.030
xor2	6	0.053
nand2b	5	0.032
a31oi	4	0.025
a21o	3	0.024
nor3	3	0.015
nor2b	2	0.013
o211ai	2	0.015
Power figures rest on the tool's default switching activity, not on a simulated workload.
